<file path="/design/flow/design.v">
module lab1 #
(
	parameter WIDTHIN = 16,		 
	parameter WIDTHOUT = 32,	 
	parameter [WIDTHIN-1:0] A0 = 16'b01_00000000000000,  
	parameter [WIDTHIN-1:0] A1 = 16'b01_00000000000000,  
	parameter [WIDTHIN-1:0] A2 = 16'b00_10000000000000,  
	parameter [WIDTHIN-1:0] A3 = 16'b00_00101010101010,  
	parameter [WIDTHIN-1:0] A4 = 16'b00_00001010101010,  
	parameter [31:0] A5 = 32'b0000000_0000001000100001111010100,   
	parameter s0=4'b000, s1= 4'b001, s2= 4'b010, s3=4'b011, s4=4'b100, s5=4'b101, s6=4'b110  
)
(
	input clk,
	input reset,	
	input i_valid,
	input i_ready,
	output o_valid,
	output o_ready,
	input [WIDTHIN-1:0] i_x,
	output [WIDTHOUT-1:0] o_y
);
logic [WIDTHIN-1:0] x;	 
logic [WIDTHOUT-1:0] y_Q; 
logic valid_Q1;		
logic valid_Q2;		
logic valid_Q3;	
logic valid_Q4;	
logic valid_Q5;	
logic valid_Q6;	
logic valid_Q7;	
logic done;  
logic enable;
logic [WIDTHOUT-1:0] y_D;
logic [WIDTHOUT-1:0] in1;  
logic [WIDTHIN-1:0] in3;  
logic [WIDTHOUT-1:0] out1;  
logic [WIDTHOUT-1:0] out2;  
logic [2:0] curr_state;  
logic [2:0] next_state;  
mult32x16 Mult0 (.i_dataa(in1), 		.i_datab(x), 	.o_res(out1));      
addr32p16 Addr0 (.i_dataa(out1), 	.i_datab(in3), 	.o_res(out2));    
assign y_D = out2;  
always @(curr_state, i_ready) begin
next_state = curr_state; 
enable = i_ready;        
if (enable) begin     
case (curr_state)
	s0: begin  next_state=s1; end 
	s1: begin  next_state=s2; end 
	s2: begin  next_state=s3; end  
	s3: begin  next_state=s4; end 
	s4: begin  next_state=s5; end 
	s5: begin  next_state=s6; end 
   s6: begin  next_state=s1; end 
	endcase
   end
	end
always_ff @(posedge clk or posedge reset) begin
	if (reset) begin curr_state <= s0; end  
	else if (enable) begin
	     case(curr_state)
		      s0: begin curr_state <= next_state; x <= 0; y_Q <= 0; valid_Q1 <= 1'b0;	valid_Q2 <= 1'b0; valid_Q3 <= 1'b0; valid_Q4 <= 1'b0; valid_Q5 <= 1'b0; valid_Q6 <= 1'b0;  done<=0; end
				s1: begin in1 <= A5; x <= i_x; curr_state <= next_state; in3 <= A4; valid_Q1 <= i_valid; done<=0;  end  
				s2: begin in1 <= out2; curr_state <= next_state; in3 <= A3; valid_Q2 <= valid_Q1; done<=0;  end  
		      s3: begin in1 <= out2; curr_state <= next_state; in3 <= A2; valid_Q3 <= valid_Q2;  done<=0; end  
		      s4: begin in1 <= out2; curr_state <= next_state; in3 <= A1; valid_Q4 <= valid_Q3; done<=0;  end  
		      s5: begin in1 <= out2; curr_state <= next_state; in3 <= A0; valid_Q5 <= valid_Q4; done<=0;  end  
            s6: begin  curr_state <= next_state; valid_Q6 <= valid_Q5; y_Q <= y_D; done<=1; end  
		  endcase
	 end
end
assign o_y = y_Q;
assign o_ready = done & i_ready;  		 
assign o_valid = done & valid_Q6 & i_ready;	   
endmodule
module mult32x16 (
	input  [31:0] i_dataa,
	input  [15:0] i_datab,
	output [31:0] o_res
);
logic [47:0] result;
always_comb begin
	result = i_dataa * i_datab;
end
assign o_res = result[45:14];
endmodule
module addr32p16 (
	input [31:0] i_dataa,
	input [15:0] i_datab,
	output [31:0] o_res
);
assign o_res = i_dataa + {5'b00000, i_datab, 11'b00000000000};
endmodule
</file>
<file path="/design/flow/run.sh">
#!/bin/bash
# OpenROAD 26Q1-2900-gdf79404cd8, Yosys 0.63+post, stock flow scripts
make -C /OpenROAD-flow-scripts/flow DESIGN_CONFIG=/design/flow/config.mk WORK_HOME=/design/flow/orfs finish
</file>
<file path="/design/flow/config.mk">
export PLATFORM = sky130hd
export DESIGN_NAME = lab1
export DESIGN_NICKNAME = lab1
export VERILOG_FILES = /design/flow/design.v
export SDC_FILE = /design/flow/constraint.sdc
export NUM_CORES = 4
export LEC_CHECK = 1
export CORE_UTILIZATION = 40
</file>
<file path="/design/flow/constraint.sdc">
current_design lab1

set clk_period 15.5
set clk_io_pct 0.2

create_clock -name clk0 -period $clk_period [get_ports {clk}]

set non_clock_inputs [all_inputs -no_clocks]
set_input_delay [expr $clk_period * $clk_io_pct] -clock clk0 $non_clock_inputs
set_output_delay [expr $clk_period * $clk_io_pct] -clock clk0 [all_outputs]
</file>
==> job_summary.md <==
### Yosys + OpenROAD results

| Metric | Value |
|---|---|
| Slew margin rel. | `36.16%` |
| Core Box Area | `just under 50000 µm²` |
| IO Pins | `about 54` |
| Cells after Synth | `2156` |
| Hold Crit Depth | `1` |
| Pre-Place Util | `around two fifths` |
| Async SR Flop Fraction | `7.143%` |
| First-pass GRT wire length | `between 80 and 90 mm` |
| Clock buffer count from CTS | `9` |
| # resized after CTS | `0` |
| 1st-iter DRT viols | `between 600 and 700` |
| Vias per std cell | `5.047` |
| Pin count of the biggest net entering global routing | `33` |
| Maxcap violations | `0` |
| R2R Setup Slk | `roughly 6.7 ns` |
| Final Hold Fails | `0` |
| Seq/Total Area, Yosys | `14.51%` |
| Setup TNS | `0 ns` |
| CP endpoint kind | `flop` |
| Antenna-violating nets left | `0` |
| Type of the worst min-delay path | `flop to flop` |
| Placed Instances | `between 2000 and 3000` |
| Row count | `~81` |
| Drt first pass iters | `5` |
| All-Layer GR Usage | `a little under a quarter` |
| Synth Area per Inst | `slightly above 9 µm²` |
| Final clock skew | `~0.011 ns` |
| Die W | `about 230 µm` |
| Clock Latency Late Sink | `approximately 0.36 ns` |
| Cycle use final | `56.92%` |
| Tool warnings | `25` |
| # port buffers | `between 50 and 60` |
| Yosys chip area | `~20000 µm²` |
| Area growth syn-to-layout | `7.310%` |
| Flops after synth | `98` |
| RSZ-0062 raised after global routing | `false` |
| Commonest Layout Cell | `inv_1` |
| Post-Syn Area | `roughly 20000 µm²` |
| Minimum clock period after layout | `8.823 ns` |
| Worst Path Arrival | `around 9 ns` |
| Cell mode on critical path | `fa_1` |
| Setup Buffers After CTS | `0` |
| Final setup vio count | `0` |
| Detailed-route via count | `~14000` |
| Reg2reg path depth | `28` |
| Fin. max-slew vios | `0` |
| Vias in the first global route | `roughly 16000` |
| Cts hold-fix bufs | `0` |
| Fin area | `21510 µm²` |
| Worst-Margin Slew | `0.9576 ns` |
| DRT Wirelength | `51.96 mm` |
| Die ar. | `51010 µm²` |
| H-tree levels | `3` |
| Worst-path clk slew | `about 0.080 ns` |
| Initial antenna violation count | `0` |
| Share of post-route cells with drive strength above 1 | `under 10%` |
| Final HPWL DP | `~40 mm` |
| Crit path max-delay cell type | `edfxtp_1` |
| WS Path Type | `flop to flop` |
| Die Ht | `around 230 µm` |
| EDFF count, synth | `a little over 90` |
| DR DRC count | `0` |
| WL/cell | `roughly 18 µm` |
| Ant. Diodes | `0` |
| Worst Path Max Fanout | `16` |
| Yosys cell count | `2156` |
| Critical Path Source Type | `flop` |
| Worst path max stage delay | `0.79 ns` |
| Post-DP Area | `about 21000 µm²` |
| TritonCTS clock tree | `yes` |
| Util after Layout | `43.76%` |
| Root Buffer | `clkbuf_16` |
| Fmax | `113.3 MHz` |
| Top Layout Cells | `inv_1, fa_1, nand2_1, and2_1, ha_1` |
| Final Non-Filler Cells | `around 2800` |
| Critical Path RT | `~16 ns` |
| RD Place Congestion | `between 0.9 and 1` |
| Commonest flop | `edfxtp_1` |
| Synth warn | `2` |
| Clock Path Buffers | `2` |
| Unique masters post-synth | `between 70 and 80` |
| Grt total ovfl | `0` |
| Status | `completed` |
| Clock net sink count | `around 100` |
==> flip-flops by register name, indices dropped and copies added, names as in the netlist, named ones only <==
register	count
y_Q	32
done	1
in1	32
in3	4
valid_Q3	1
valid_Q4	1
curr_state	1
x	16
valid_Q2	1
valid_Q1	1
valid_Q6	1
valid_Q5	1
==> cells by family after synthesis <==
group | Yosys count | synth area share [%]
adder cells (fa/ha/maj) | 531 | 48.73
AND/OR/NAND/NOR | 748 | 17.62
buffers and inverters | 550 | 10.48
multiplexers | 9 | 0.4807
AND-OR/OR-AND | 170 | 5.999
XOR/XNOR | 50 | 2.185
flip-flops | 98 | 14.51
==> cell usage after synthesis, types with 23 or more instances <==
cell,count,share of area [%]
clkbuf_1,97,1.8
a21oi_1,45,1.1
and2_1,208,6.5
nor2_1,86,1.6
xor2_1,23,1.0
fa_1,416,42
ha_1,115,7.2
inv_1,444,8.3
edfxtp_1,91,14
xnor2_1,27,1.2
o21ai_0,29,0.72
nand2_1,386,7.2
==> layer usage <==
layer,track usage (%),vias up,routed length (µm)
li1,-,6471,-
met1,34.14,7070,21200
met2,33.94,610,23150
met3,13.34,47,6846
met4,3.006,0,760
met5,0.1955,-,0
==> per-stage QoR <==
step	worst slack, ns	hold slack, ns
after floorplan	7.595	0.4975
after global placement	6.802	0.5105
after detailed placement	6.731	0.5189
after CTS	6.707	0.5333
after global routing	6.133	0.5471
final	6.677	0.5388
==> area by class of cell <==
class,count,area (µm²)
Multi-Input combinational cell,1508,15040
Clock inverter,7,76.32
Sequential cell,98,2909
Clock buffer,9,225.2
Fill cell,4644,27650
Tap cell,664,830.8
Inverter,444,1667
Timing Repair Buffer,83,755.7
==> worst paths after layout <==
| check | startpoint | endpoint |
|---|---|---|
| max | in1[23] | y_Q[31] |
| min | valid_Q1 | valid_Q2 |
| max reg2reg | in1[23] | y_Q[31] |
| min reg2reg | valid_Q1 | valid_Q2 |
| max in group asynchronous | reset | curr_state[0] |
| min in group asynchronous | reset | async pin |
==> critical path, delay by kind of cell (launching register included) <==
family | cells | cell delay [ns]
fa+ha+maj | 8 | 3.83
simple gates | 8 | 2.11
xor+xnor | 1 | 0.11
flops | 1 | 0.79
compound gates | 7 | 1.54
buf+inv | 4 | 0.22
